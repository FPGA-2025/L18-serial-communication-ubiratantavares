==> design/flow/design.v <==
module receiver (
    input clk,
    input rstn,
    output reg ready,
    output reg [6:0] data_out,
    output reg parity_ok_n,
    input serial_in
);
    reg [3:0] bit_cnt;
    reg [7:0] shift_reg;
    reg [1:0] state;
    localparam IDLE = 2'd0;
    localparam RECEIVE = 2'd1;
    localparam DONE = 2'd2;
    always @(posedge clk or negedge rstn) begin
        if (!rstn) begin
            state <= IDLE;
            bit_cnt <= 0;
            shift_reg <= 0;
            data_out <= 0;
            ready <= 0;
            parity_ok_n <= 1;
        end else begin
            case (state)
                IDLE: begin
                    ready <= 0;
                    if (serial_in == 0) begin
                        bit_cnt <= 0;
                        state <= RECEIVE;
                    end
                end
                RECEIVE: begin
                    shift_reg[bit_cnt] <= serial_in;
                    bit_cnt <= bit_cnt + 1;
                    if (bit_cnt == 7) begin
                        state <= DONE;
                    end
                end
                DONE: begin
                    data_out <= shift_reg[6:0];
                    parity_ok_n <= (^shift_reg[6:0]) ^ shift_reg[7];  
                    ready <= 1;
                    state <= IDLE;
                end
            endcase
        end
    end
endmodule
==> design/flow/run.sh <==
#!/bin/bash
# OpenROAD 26Q1-2900-gdf79404cd8, Yosys 0.63+post, stock flow scripts
make -C /OpenROAD-flow-scripts/flow DESIGN_CONFIG=/design/flow/config.mk WORK_HOME=/design/flow/orfs finish
==> design/flow/config.mk <==
export PLATFORM = sky130hd
export DESIGN_NAME = receiver
export DESIGN_NICKNAME = receiver
export VERILOG_FILES = /design/flow/design.v
export SDC_FILE = /design/flow/constraint.sdc
export NUM_CORES = 4
export LEC_CHECK = 1
export CORE_AREA = 10 10 112 112
export DIE_AREA = 0 0 122 122
==> design/flow/constraint.sdc <==
current_design receiver

set clk_period 1.8
set clk_io_pct 0.2

create_clock -name clk0 -period $clk_period [get_ports {clk}]

set non_clock_inputs [all_inputs -no_clocks]
set_input_delay [expr $clk_period * $clk_io_pct] -clock clk0 $non_clock_inputs
set_output_delay [expr $clk_period * $clk_io_pct] -clock clk0 [all_outputs]
==> results.yml <==
# implementation run metrics
run_status:
  outcome: "complete, no violations"
sta:
  maxSlewHeadroom_pct: 68.2
  period_minus_slack_ns: 1.68
  fin_hold_ws_ns: 0.445
  max_freq_mhz: 594
  setup_viol: 0
  rsz0062_at_grt: "no"
  finalHoldViolCount: 0
  finalSetupTns_ns: 0
  min_period_over_period_pct: 93.6
  skew_ns: 0.00639
  report.final.slew_viol_count: 0
  worst_pin_slew_ns: 0.472
drt:
  vias: 808
  wirelength_um: 2400
  drtAntennaViolNets: 0
  drt_iter0_drc: 63
  dr.pass1.iters: 4
  drc: 0
  wl_per_cell_um: 9.15
  via_per_inst: 3.08
  antenna-diode-count: 0
worst_hold_path:
  hold_class: "input pin to asynchronous set/reset pin"
pwr:
  clkPwrFrac_pct: 16.1
  power.density_mw_per_mm2: 1840
  irDropWorstVdd_uv: 632
  p_switching_mw: 0.981
  power_frac_seq_pct: 36.8
  p_int_mw: 1.93
  leakagePower_nw: 0.606
  total_power_mw: 2.91
  p_comb_share_pct: 47.1
  switching_share_pct: 33.8
synthesis:
  ys_warn_count: 1
  synth.top_cell.area_share_pct: 46.3
  netlist_top_cells_count: "22 x dfrtp_1, 17 x o21ai_0, 10 x nand2_1, 8 x mux2_2, 7 x xnor2_1"
  avgSynthCellArea_sq_um: 11.1
  synthTopCellsByArea: "dfrtp_1 46%, mux2_2 7.6%, o21ai_0 7.2%"
  dominantRegCellSynth: "dfrtp_1"
  synthesis.area_sq_mm: 0.00119
  async_flop_share_pct: 100
  synth_cell_type_count: 31
  ys.flops: 24
  yosys_cells: 107
  top_area_cell: "dfrtp_1"
  syn_inst: 107
  ys_chip_area_sq_mm: 0.00119
  synth.most_common_cell: "dfrtp_1"
  ys_seq_share_pct: 50.7
  edf_count: 0
clock_network:
  ctsHoldBuffers: 0
  cts.sinks: 24
  htree_levels: 1
  cts_max_path_buffers: 2
  insertion_delay_ns: 0.27
  root_buffer: "clkbuf_8"
  cts_tree: "yes"
  clk_pin_slew_ns: 0.09
  cts_made_buffers: 3
setup_path:
  cp_cell_sequence: "inv_1, ha_1, nor2_1, nand2_1, nor3_1, mux2_2"
  reg2reg_depth: 6
  cp_max_fo: 6
  cp.depth: 6
  end_kind: "register"
  start_kind: "register"
  crit_path_max_incr_delay_ns: 0.44
  r2r-end: "shift_reg[0]"
  crit_type: "register to register"
  crit_buf_inv: 1
  worstPathRequired_ns: 1.95
  regToRegSetupSlack_ns: 0.12
  r2r_start: "bit_cnt[0]"
  worstPathArrival_ns: 1.84
  cp_slowest_cell: "dfrtp_1"
  crit_family: "flip-flops"
final_layout:
  utilization_pct: 15.4
  largest_reg_flops: 8
  area_delta_synth_final_pct: 32.6
  drive_above_1_share_pct: 22.2
  stdcell_count: 262
die:
  rows: 37
  ios: 12
  dieArea_sq_mm: 0.0149
  core_area_sq_mm: 0.0102
  fp_util_pct: 11.6
  die_w_um: 122
  die_y_um: 122
run:
  max-cap-violations: 0
  warning_count: 29
global_route:
  grt_usage_pct: 3.36
  grt_pass1_vias: 799
  grt_pass1_wl_um: 4060
  overflow: 0
  antenna_found_initial: 0
  grt_max_degree: 25
place:
  place_hpwl_um: 1830
  gp_congestion: 0.820
  port-buffer-count: 11
  dp_cells: 258
==> worst reg2reg max path, stage by stage (launching register included) <==
cell and delay, ns:
dfrtp_1 0.44, inv_1 0.08, ha_1 0.31, nor2_1 0.09
nand2_1 0.09, nor3_1 0.22, mux2_2 0.35
==> timing repair <==
item,in CTS,in global routing
gates resized,0,1
setup buffers,0,0
setup endpoints to repair,0,1
==> layout make-up <==
type	count	area, sq um
Multi-Input combinational cell	76	552
Inverter	3	11.3
Timing Repair Buffer	19	170
Fill cell	1124	8650
Tap cell	136	170
Sequential cell	24	603
Clock buffer	3	41.3
Clock inverter	1	30.0
==> stage by stage <==
| stage | instance area [sq um] | setup WS, ns |
|---|---|---|
| 4_1_cts | 1580 | 0.114 |
| 3_3_place_gp | 1510 | 0.174 |
| 2_1_floorplan | 1190 | 0.0559 |
| 3_5_place_dp | 1510 | 0.143 |
| 6_report | 1580 | 0.116 |
| 5_1_grt | 1580 | 0.00855 |
==> cell families after synthesis <==
family | Yosys count | synth area share (%)
flops | 24 | 50.7
buf+inv | 7 | 2.94
simple gates | 30 | 13.8
compound gates | 24 | 12.5
mux | 10 | 9.67
xor+xnor | 7 | 5.15
fa+ha+maj | 5 | 5.26
==> how the worst max path moves through the flow <==
stage	startpoint	to	slack, ns
4_1_cts	bit_cnt[0]	shift_reg[0]	0.11
5_1_grt	bit_cnt[0]	shift_reg[0]	0.009
6_report	bit_cnt[0]	shift_reg[0]	0.12
==> power by group through the flow <==
stage / combinational, mW / sequential [mW] / clock [mW]
4_1_cts: 1.40 / 1.07 / 0.485
6_report: 1.37 / 1.07 / 0.468
5_1_grt: 1.54 / 1.12 / 0.506
==> layout by cell type (no fill, tap or decap) <==
cell type and n:
a31oi_1 1, nor2b_1 1, nor2_2 1, xnor2_1 7
inv_1 3, or3_4 1, a22o_1 1, nor3b_1 2
dfstp_2 2, dfrtp_1 22, a32o_1 1, clkbuf_8 3
nand4b_1 1, a21o_1 1, nor3_1 1, and2b_2 1
nand3_1 2, mux2_4 1, mux2_2 8, buf_4 8
nor2_1 3, ha_1 5, a21oi_1 1, nand2b_1 5
a22o_2 1, o21ai_1 1, nand4_1 2, bufinv_16 1
clkdlybuf4s50_1 11, o21ai_0 16, nand2_1 10, a32oi_2 1
mux2i_1 1
==> metal layers <==
layer	vias to the layer above	GRT usage, %	wire length [um]
met1	381	5.04	1250
met2	15	4.58	976
met4	0	0.0745	0
li1	412	-	-
met5	-	0	0
met3	0	1.50	176
Power and IR drop assume default switching activity.
