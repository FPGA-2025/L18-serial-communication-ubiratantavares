--- /design/flow/run.sh ---
#!/bin/bash
# OpenROAD 26Q1-2900-gdf79404cd8, Yosys 0.63+post, stock flow scripts
make -C /OpenROAD-flow-scripts/flow DESIGN_CONFIG=/design/flow/config.mk WORK_HOME=/design/flow/orfs finish
--- /design/flow/config.mk ---
export PLATFORM = sky130hd
export DESIGN_NAME = transmitter
export DESIGN_NICKNAME = transmitter
export VERILOG_FILES = /design/flow/design.v
export SDC_FILE = /design/flow/constraint.sdc
export NUM_CORES = 4
export LEC_CHECK = 1
export CORE_AREA = 10 10 77 77
export DIE_AREA = 0 0 87 87
--- /design/flow/constraint.sdc ---
current_design transmitter

set clk_period 2.9
set clk_io_pct 0.2

create_clock -name clk0 -period $clk_period [get_ports {clk}]

set non_clock_inputs [all_inputs -no_clocks]
set_input_delay [expr $clk_period * $clk_io_pct] -clock clk0 $non_clock_inputs
set_output_delay [expr $clk_period * $clk_io_pct] -clock clk0 [all_outputs]
--- /design/flow/design.v ---
module transmitter (
    input clk,
    input rstn,
    input start,
    input [6:0] data_in,
    output reg serial_out
);
    reg [3:0] bit_cnt;
    reg [7:0] shift_reg;
    reg busy;
    reg parity;
    always @(posedge clk or negedge rstn) begin
        if (!rstn) begin
            bit_cnt <= 0;
            busy <= 0;
            serial_out <= 1'b1;  
        end else begin
            if (start && !busy) begin
                parity <= ^data_in;  
                shift_reg <= {(^data_in), data_in};  
                bit_cnt <= 0;
                busy <= 1;
                serial_out <= 1'b0;  
            end else if (busy) begin
                bit_cnt <= bit_cnt + 1;
                if (bit_cnt < 8)
                    serial_out <= shift_reg[bit_cnt];
                else begin
                    serial_out <= 1'b1;  
                    busy <= 0;
                end
            end
        end
    end
endmodule
==> results_dict.tcl <==
# yosys + openroad results
set metrics [dict create \
    reg2reg_slack_ns 1.62 \
    worstSetupStartpointType "flip-flop" \
    hold_path.startpoint "bit_cnt[3]" \
    min_path_cells 1 \
    lay_top_count "clkdlybuf4s50_1" \
    ys_cells 44 \
    grt_setup_unrepaired "false" \
    preCtsSetupSlack_ns 0.8955 \
    max-clock-path-buffers 2 \
    layout-drive-gt1-share_pct 17.24 \
    ios 11 \
    period_used_pct 62.82 \
    ys_types 21 \
    synth_warnings 1 \
    largest_reg_flops 8 \
    fin_area_sq_um 847.1 \
    postPlaceCellArea_sq_um 802.0 \
    ys_area_sq_um 634.4 \
    reg2reg_depth 3 \
    wl_microns 1032 \
    p_leak_nw 0.2892 \
    via_count 377 \
    top_usage_layer "met1" \
    cts_tree "yes" \
    final_util_pct 19.45 \
    drt_iter0_markers 50 \
    ys_seq_share_pct 61.74 \
    ant_nets 0 \
    path_max_fanout 3 \
    cp_slowest_cell "dfstp_2" \
    finalCriticalPeriod_ns 1.822 \
    lay_top_cells "clkdlybuf4s50_1, edfxtp_1, xnor2_1, dfrtp_1" \
    fmax_mhz 548.9 \
    dr.pass1.iters 4 \
    drc 0 \
    wl_per_cell_microns 9.382 \
    reg2reg_from "bit_cnt[0]" \
    status "completed" \
    fp_util_pct 14.57 \
    cp_top_family "flip-flops" \
    whs_endpoint "busy" \
    tool_warnings 25 \
    grt_pass1_vias 416 \
    hp-class "reg2reg" \
    clk_pin_slew_ns 0.06 \
    h-tree-depth 1 \
    die_h_microns 87 \
    setup-violations-final 0 \
    n_antenna_cell 0 \
    grt_max_degree 10 \
    grt.overflow.total 0 \
    post-cts-setup-buffer-count 0 \
    syn_to_final_growth_pct 33.53 \
    slew_headroom_pct 72.60 \
    met2_usage_pct 2.931 \
    grt_pass1_wl_microns 1863 \
    synthCells 44 \
    endpoint_kind "output pin" \
    met1_usage_pct 4.545 \
    r2r-end "serial_out" \
    synth_area_per_cell_sq_um 14.42 \
    power.total_mw 0.6823 \
    n_fill_cell 454 \
    synth_area_sq_um 634.4 \
    final-comb-area_sq_um 234.0 \
    cts_hold_buf 0 \
    criticalPathCategory "reg2out" \
    grt_usage_pct 3.073 \
    cap_violations 0 \
    clock_sinks 14 \
    die-area_sq_mm 0.007569 \
    clk_latency_ns 0.24 \
    place.gp.congestion 0.7227 \
    crit_chain "clkdlybuf4s50_1" \
    tns_ns 0 \
    slew_viol_final 0 \
    rows 24 \
    critPathMaxStageDelay_ns 0.54 \
    numSynthFlops 14 \
    arrival_ns 1.24 \
    grt_use_met3_pct 3.113 \
    viasPerCell 3.427 \
    power_density_mw_per_mm2 805.5 \
    cts_buffers 3 \
    irDropWorstVdd_mv 0.2331 \
    hold_viol 0 \
    fin_ws_ns 1.078 \
    worst_slew_pin_slew_ns 0.4095 \
    seqCellArea_sq_um 391.6 \
    cp.required_ns 2.32 \
    cts_root_buffer "clkbuf_8" \
    io_buffers 10 \
    crit_buf_inv 1 \
    die_x_microns 87 \
    core_area_sq_mm 0.004354 \
    cts_resized 0 \
    antenna_found_initial 0 \
    skew_ns 0.003150 \
]
[routing by layer]
metal  routed length [microns]  part of all wire (%)
met1                       578                    56
met2                       318                    31
met3                       135                    13
met4                         0                     0
met5                         0                     0
[cell usage after synthesis (all sizes together)]
cell / count / area [sq um]
xor2: 2 / 17.52
xnor2: 5 / 43.79
mux2: 3 / 33.78
edfxtp: 8 / 240.2
a21oi: 3 / 15.01
nor2b: 1 / 6.260
dfstp: 1 / 26.28
nand2b: 1 / 6.260
nand3b: 1 / 7.510
buf: 1 / 5.000
o21ai: 2 / 10.01
nand3: 2 / 10.01
mux4: 1 / 22.52
inv: 1 / 3.750
dfrtp: 5 / 125.1
a22o: 2 / 17.52
a41oi: 1 / 16.27
nor3b: 1 / 7.510
nand2: 1 / 3.750
ha: 1 / 12.51
nor2: 1 / 3.750
[cell type report]
class	instances	share of cell area [%]
flip-flops and latches	14	46.23
multi-input cells	28	27.62
repair buffers	11	12.70
well taps	52	7.681
clock buffers	3	4.874
clock inverters	1	0.4431
inverters	1	0.4431
[cell families (layout without fill, tap and decap cells)]
kind of cell / Yosys count / after routing / synth area share [%]
DFF: 14 / 14 / 61.74
AOI/OAI and AO/OA: 8 / 8 / 9.271
and+or+nand+nor: 8 / 8 / 7.102
xor gates and xnor gates: 7 / 7 / 9.665
muxes: 4 / 4 / 8.875
buffers and inverters: 2 / 16 / 1.379
adders and majority gates: 1 / 1 / 1.972
[per-stage QoR]
step                hold WS (ns)  instances
floorplan                 0.2844         44
global placement          0.5088        106
detailed placement        0.5313        106
CTS                       0.5394        110
global route              0.5722        110
finish                    0.5349        110
[worst max path at each step]
| stage | cells past startpoint | from | to |
|---|---|---|---|
| 6_report | 1 | serial_out | serial_out |
| 5_1_grt | 1 | serial_out | serial_out |
| 4_1_cts | 1 | serial_out | serial_out |
[report_power, final]
part	internal (mW)	leakage, nW	switching [mW]
registers	0.270	0.144	0.0630
logic	0.124	0.123	0.0702
clock network	0.0933	0.0231	0.0610
Power and IR drop assume default switching activity.
